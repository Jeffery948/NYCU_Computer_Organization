==> ./design.v <==
module IDEX (
    input clk,
    input rst,
    input IDEXflush,
    input [9:0] rs_i,
    input branch_IDEX_i,
    input jump_IDEX_i,
    input memtoReg_IDEX_i,
    input regWrite_IDEX_i,
    input memRead_IDEX_i,
    input memWrite_IDEX_i,
    input ALUSrc_IDEX_i,
    input [1:0] ALUOp_IDEX_i,
    input [31:0] read1_i,
    input [31:0] read2_i,
    input [31:0] imm_i,
    input [3:0] alu_ctrl_i,
    input [4:0] rd_i,
    input [31:0] pc_plus4_i,
    input [31:0] ori_pc_i,
    output reg [9:0] rs_o,
    output reg branch_IDEX_o,
    output reg jump_IDEX_o,
    output reg memtoReg_IDEX_o,
    output reg regWrite_IDEX_o,
    output reg memRead_IDEX_o,
    output reg memWrite_IDEX_o,
    output reg ALUSrc_IDEX_o,
    output reg [1:0] ALUOp_IDEX_o,
    output reg [31:0] read1_o,
    output reg [31:0] read2_o,
    output reg [31:0] imm_o,
    output reg [3:0] alu_ctrl_o,
    output reg [4:0] rd_o,
    output reg [31:0] pc_plus4_o,
    output reg [31:0] ori_pc_o
);
    always @(posedge clk, negedge rst) begin
        if(!rst) begin
            rs_o <= 0;
            branch_IDEX_o <= 0;
            jump_IDEX_o <= 0;
            memtoReg_IDEX_o <= 0;
            regWrite_IDEX_o <= 0;
            memRead_IDEX_o <= 0;
            memWrite_IDEX_o <= 0;
            ALUSrc_IDEX_o <= 0;
            ALUOp_IDEX_o <= 0;
            read1_o <= 0;
            read2_o <= 0;
            imm_o <= 0;
            alu_ctrl_o <= 0;
            rd_o <= 0;
            pc_plus4_o <= 0;
            ori_pc_o <= 0;
        end 
        else if(IDEXflush) begin
            rs_o <= 0;
            branch_IDEX_o <= 0;
            jump_IDEX_o <= 0;
            memtoReg_IDEX_o <= 0;
            regWrite_IDEX_o <= 0;
            memRead_IDEX_o <= 0;
            memWrite_IDEX_o <= 0;
            ALUSrc_IDEX_o <= 0;
            ALUOp_IDEX_o <= 0;
            read1_o <= 0;
            read2_o <= 0;
            imm_o <= 0;
            alu_ctrl_o <= 0;
            rd_o <= 0;
            pc_plus4_o <= 0;
            ori_pc_o <= 0;
        end
        else begin
            rs_o <= rs_i;
            branch_IDEX_o <= branch_IDEX_i;
            jump_IDEX_o <= jump_IDEX_i;
            memtoReg_IDEX_o <= memtoReg_IDEX_i;
            regWrite_IDEX_o <= regWrite_IDEX_i;
            memRead_IDEX_o <= memRead_IDEX_i;
            memWrite_IDEX_o <= memWrite_IDEX_i;
            ALUSrc_IDEX_o <= ALUSrc_IDEX_i;
            ALUOp_IDEX_o <= ALUOp_IDEX_i;
            read1_o <= read1_i;
            read2_o <= read2_i;
            imm_o <= imm_i;
            alu_ctrl_o <= alu_ctrl_i;
            rd_o <= rd_i;
            pc_plus4_o <= pc_plus4_i;
            ori_pc_o <= ori_pc_i;
        end
    end
endmodule
==> ./run.sh <==
#!/bin/bash
# OpenROAD 26Q1-2900-gdf79404cd8, Yosys 0.63+post, stock flow scripts
make -C /OpenROAD-flow-scripts/flow DESIGN_CONFIG=/design/flow/config.mk WORK_HOME=/design/flow/orfs finish
==> ./config.mk <==
export PLATFORM = sky130hd
export DESIGN_NAME = IDEX
export DESIGN_NICKNAME = IDEX
export VERILOG_FILES = /design/flow/design.v
export SDC_FILE = /design/flow/constraint.sdc
export NUM_CORES = 4
export LEC_CHECK = 1
export CORE_AREA = 10 10 198 198
export DIE_AREA = 0 0 208 208
==> ./constraint.sdc <==
current_design IDEX

set clk_period 1.0
set clk_io_pct 0.2

create_clock -name clk0 -period $clk_period [get_ports {clk}]

set non_clock_inputs [all_inputs -no_clocks]
set_input_delay [expr $clk_period * $clk_io_pct] -clock clk0 $non_clock_inputs
set_output_delay [expr $clk_period * $clk_io_pct] -clock clk0 [all_outputs]
==> changes_impl.md <==
### Changed

- Post-layout period usage: 122.9%
- Synth Seq Share: between 70 and 80%
- Setup TNS: -21.55 ns
- Mapped Cells: 397
- Vias in the first global route: about 5000
- Share of cells above drive strength 1: 43.40%
- Failing checks: negative hold slack, negative setup slack
- Post-synth cell types: 7
- ANT nets after route: 0
- Area share, top type: between 70% and 80%
- Port buffer count: roughly 380
- Core box area: approximately 35000 sq um
- Via density: between 3 and 4
- Synthesis area per yosys: approximately 6300 sq um
- Cell area leaders: dfrtp_1 (74%), nor2b_2 (14%), nor2b_1 (8.7%)
- Clock tree sinks: around 190
- Slowest stage delay, CP: approximately 0.45 ns
- WHS: -0.2932 ns
- Chip height: between 200 and 250 um
- Layout area overhead: 65.60%
- Worst slack, placed: -0.1676 ns
- Placed cell count: approximately 1200
- Routed via count: about 4300
- Yosys Warn Count: 1
- Number of placed I/O pins: between 300 and 400
- Final Max Slew Viols: 0
- Top Layout Cells: clkdlybuf4s50_1 (188), dfrtp_1 (187), buf_2 (187), nor2b_2 (100), nor2b_1 (88)
- CTS tree: done
- GRT Resource Usage Total: a little over 10%
- Total of max-cap violations: 0
- Hpwl dp: ~17000 um
- Cell Rows: between 60 and 70
- Synthesized area per cell: 15.98 sq um
- Delay-heaviest family, CP: flip-flops
- Root Buffer: clkbuf_16
- Drt initial violations: between 60 and 70
- Most common logic cell in the routed design: clkdlybuf4s50_1
- VDD IR max: 0.001150 V
- Critical path cell sequence: buf_2
- Clock slew at reported path FFs: 0.07 ns
- Mapped cell area: 6342 sq um
- Max frequency: just over 800 MHz
- Tightest Pin Transition: between 0.4 and 0.5 ns
- Final WL: 21660 um
- Hold Vio Cnt, Final: 37
- WP data required: approximately 0.80 ns
- Max-slew headroom: between 70% and 80%
- Area leader, netlist: dfrtp_1
- Tmin final: 1.229 ns
- Initial DRT Pass Iterations: 4
- Cell Pwr Density: between 1500 and 2000 nW/um^2
- Aggregate global routing overflow: 0
- Final worst setup slack: -0.2292 ns
- Critical path class: reg -> out
- CTS buffer count: 17
- Chip area: between 40000 and 50000 sq um
- Placed cell areas: approximately 11000 sq um
- FP Util: between 10% and 20%
- Postcts setup bufs: 0
- Max H-tree Level: 4
- First-pass GRT wire length: about 33000 um
- Cell count listed in synth_stat.txt: 397
- Tool warnings: 29
- Unrepaired setup endpoints after global routing: true
- Worst Path Arrival: between 1 and 1.5 ns
- Remaining DRCs: 0
- Static leakage: between 5 and 6 nW
- Worst setup EP type: output pin
- Synth Register Bits: between 150 and 200
- Crit. path cell count: 1
- Fin cells: about 1300
- Hold Crit Class: in -> async
- Critical Path Start Type: flip-flop
- Initial antenna violation count: 4
- Buffers and inverters on the worst path: 1
- Run status: finished, violations left
- Largest net degree at the start of global routing: 38
- Setup violators final: 188
- Die X-Extent: 208 um
- Clk buf depth: 2
- Worst Path Max Fanout: 1
- Cell area after layout: approximately 11000 sq um
- Wire per inst: 17.00 um
- Worst path slowest cell: dfrtp_2
- Placer Congestion: between 0.7 and 0.8
[layer usage]
metal / vias up / track usage [%] / routed length (um)
met1: 2038 / 12.15 / 8566
met3: 18 / 6.244 / 2923
li1: 2011 / - / -
met5: - / 0 / 7
met2: 259 / 15.49 / 9853
met4: 2 / 1.295 / 313
[final cells by class]
| type | count | area (sq um) |
|---|---|---|
| multi-input combinational | 188 | 1426 |
| sequential | 188 | 4706 |
| clock buffer | 21 | 480.5 |
| fill | 3578 | 24210 |
| clock inverter | 11 | 133.9 |
| antenna | 1 | 2.502 |
| timing repair buffer | 410 | 3184 |
| tap | 455 | 569.3 |
[where the power goes]
| part | internal (W) | total (W) | switching [W] |
|---|---|---|---|
| combinational | 0.00125 | 0.00189 | 0.000638 |
| sequential | 0.00798 | 0.00807 | 0.0000934 |
| clock | 0.00398 | 0.00702 | 0.00304 |
[flip-flops by register name, indices dropped and copies added (netlist names), 2 cells and up]
| register | flops |
|---|---|
| pc_plus4_o | 32 |
| read2_o | 32 |
| imm_o | 32 |
| alu_ctrl_o | 4 |
| ori_pc_o | 32 |
| read1_o | 32 |
| rs_o | 10 |
| ALUOp_IDEX_o | 2 |
| rd_o | 5 |
[synth_stat cells, drive strengths merged]
cell and number:
nor2b 188, dfrtp 188, buf 21
[worst max-delay path by stage]
stage / startpoint / endpoint / slack, ns
finish: rd_o[3] / rd_o[3] / -0.23
global route: rd_o[3] / rd_o[3] / -0.29
CTS: rd_o[3] / rd_o[3] / -0.27
[repair_timing]
action                                 in CTS  in global routing
setup endpoints to repair                 188                188
pin swaps                                   0                  0
cloned                                      0                  0
resized                                   619                  2
endpoints found under the hold margin      22                 22
[kinds of logic (layout without fill, tap and decap cells)]
| logic type | count (synthesis) | after routing | share of synthesized area (%) |
|---|---|---|---|
| buf+inv | 21 | 442 | 3.334 |
| flops | 188 | 188 | 74.18 |
| other cells | 0 | 1 | 0 |
| simple gates | 188 | 188 | 22.49 |
[metrics by stage]
| step | total power, W | hold slack, ns | utilization [%] |
|---|---|---|---|
| 5_1_grt | 0.01781 | -0.2993 | 30.26 |
| 2_1_floorplan | 0.008621 | -0.09559 | - |
| 3_3_place_gp | 0.01056 | 0.1877 | 31.17 |
| 3_5_place_dp | 0.01056 | 0.1915 | 31.17 |
| 6_report | 0.01698 | -0.2932 | 30.26 |
| 4_1_cts | 0.01738 | -0.3070 | 30.23 |
Power and IR drop assume default switching activity.
